==> flow/design.v <==
module Register_File_8_x_16 # (
    parameter ADDR_WIDTH = 4,
    parameter MEM_DEPTH = 16,
    parameter MEM_WIDTH = 8)
(
    input  wire                  WrEn,
    input  wire                  RdEn,
    input  wire                  CLK,
    input  wire                  RST,
    input  wire [ADDR_WIDTH-1:0] address,
    input  wire [MEM_WIDTH-1:0]  WrData,
    output reg  [MEM_WIDTH-1:0]  RdData,
    output reg                   RdData_VLD,
    output reg                   wr_done,
    output wire [MEM_WIDTH-1:0]  REG0,
    output wire [MEM_WIDTH-1:0]  REG1,
    output wire [MEM_WIDTH-1:0]  REG2,
    output wire [MEM_WIDTH-1:0]  REG3
);
    reg [MEM_WIDTH-1:0] Reg_File [0:MEM_WIDTH-1];
    always @(posedge CLK or negedge RST)   
	begin
        if (!RST)
        begin
            RdData_VLD  <= 1'b0;
            wr_done     <= 1'b0;
            RdData      <= 'b0;
            Reg_File[0] <= 'b0 ;
            Reg_File[1] <= 'b0 ;
            Reg_File[2] <= 'b100000_01 ;
            Reg_File[3] <= 'b0010_0000 ;
            Reg_File[4] <= 'b0 ;
            Reg_File[5] <= 'b0 ;
            Reg_File[6] <= 'b0 ;
            Reg_File[7] <= 'b0 ;
        end else 
        if (WrEn && !RdEn) 
		begin
            Reg_File[address] <= WrData;  
            wr_done           <= 1'b1;
		end else 
        if (!WrEn && RdEn)
        begin
            RdData     <= Reg_File[address]; 
            RdData_VLD <= 1'b1;
        end else
        begin
            RdData_VLD <= 1'b0;
            wr_done    <= 1'b0;
        end
    end
    assign REG0 = Reg_File[0];
    assign REG1 = Reg_File[1];
    assign REG2 = Reg_File[2];
    assign REG3 = Reg_File[3];
endmodule
==> flow/run.sh <==
#!/bin/bash
# OpenROAD 26Q1-2900-gdf79404cd8, Yosys 0.63+post, stock flow scripts
make -C /OpenROAD-flow-scripts/flow DESIGN_CONFIG=/design/flow/config.mk WORK_HOME=/design/flow/orfs finish
==> flow/config.mk <==
export PLATFORM = sky130hd
export DESIGN_NAME = Register_File_8_x_16
export DESIGN_NICKNAME = Register_File_8_x_16
export VERILOG_FILES = /design/flow/design.v
export SDC_FILE = /design/flow/constraint.sdc
export NUM_CORES = 4
export LEC_CHECK = 1
export CORE_UTILIZATION = 30
==> flow/constraint.sdc <==
current_design Register_File_8_x_16

set clk_period 2.0
set clk_io_pct 0.2

create_clock -name clk0 -period $clk_period [get_ports {CLK}]

set non_clock_inputs [all_inputs -no_clocks]
set_input_delay [expr $clk_period * $clk_io_pct] -clock clk0 $non_clock_inputs
set_output_delay [expr $clk_period * $clk_io_pct] -clock clk0 [all_outputs]
==> metrics.sh <==
OUTCOME='finished clean'
IOPINCOUNT=58
SYN_AREA_SQ_UM=3390
POST_CTS_SETUP_BUFFER_COUNT=0
SYNTH_CELL_TYPE_COUNT=23
CLOCK_TREE.ROOT_CELL='sky130_fd_sc_hd__clkbuf_16'
FINAL_CLOCK_SKEW_NS=0.00337
WORST_SETUP_HOLD_PATH_CLK_SLEW_NS=0.06
VIA_COUNT_OF_THE_FIRST_GLOBAL_ROUTING_PASS=2499
WORST_R2R_ENDPOINT='RdData[2]'
PATH_CELLS='clkdlybuf4s50_1 > nor2b_1 > nor2b_1 > and3_1 > buf_12 > mux2_2'
SYNTHESIS.AREA_PER_INSTANCE_SQ_UM=13.2
CTS_SINKS=74
LARGEST_AREA_CELL='sky130_fd_sc_hd__dfrtp_1'
FIN_CRIT_SH_PCT=94.5
ARRIVAL_WORST_ENDPOINT_NS=2.10
WORST_SETUP_PATH_START_KIND='primary input'
POWER.DENSITY_CELL_AREA_nW_PER_UM2=988
CRITPATHSLOWESTCELL='sky130_fd_sc_hd__clkdlybuf4s50_1'
ANT_NETS=0
GLOBAL_ROUTE.OVERFLOW_TOTAL=0
MIN_PERIOD_NS=1.89
PLACEDCELLCOUNT=489
CLOCK_PATH_BUFFERS=2
ROUTE.DETAILED.VIAS_PER_INST=4.76
SYNTH-EDFF-COUNT=0
CTS_TREE='done'
POST_ROUTE_CELLS_DRIVE_ABOVE_1_SHARE_PCT=41.4
SHARE_OF_ASYNC_SETTABLE_OR_ASYNC_RESETTABLE_FLOPS_AFTER_SYNTHESIS_PCT=100
WORST-ENDPOINT-REQUIRED_NS=2.21
SYN-INSTANCE-COUNT=257
R2R_SETUP_SLACK_NS=0.69
AVERAGE_WIRE_PER_STANDARD_CELL_UM=16.8
DETAIL_ROUTE.ITER0.VIOLATIONS=89
WIRELENGTH_UM=8470
ACHIEVABLE-FREQUENCY_GHz=0.529
YS_TOP_CELLS_BY_AREA='sky130_fd_sc_hd__dfrtp_1 (52%), sky130_fd_sc_hd__mux2_2 (24%), sky130_fd_sc_hd__o22ai_2 (3.0%)'
DRCVIOLATIONCOUNT=0
DEPTH_OF_THE_MOST_CRITICAL_REG_TO_REG_PATH=5
CLOCK_INSERTION_DELAY_WORST_SKEW_NS=0.33
VIA_COUNT=2402
CRIT_START='WrEn'
LOG.WARNING_COUNT=26
REG2REG_FROM='Reg_File[1][2]'
GLOBAL_ROUTE.USAGE.TOTAL_PCT=16.0
CRITPATHMOSTFREQUENTCELL='sky130_fd_sc_hd__nor2b_1'
GP_ROUTABILITY_CONGESTION=0.843
TIMING_HOLD_VIOLATIONS_FINAL=0
TNS_NS=0
SYNTH-CELLS-YOSYS=257
YS_CHIP_AREA_SQ_UM=3390
DIE.SIZE.X_UM=108
YS_SEQ_ELEMENTS=74
NUMBER_OF_ANTENNA_VIOLATIONS_AT_THE_FIRST_CHECK_IN_GLOBAL_ROUTING=0
FINALSETUPVIOLCOUNT=0
SLEW-LIMIT-HEADROOM_PCT=64.9
TIMING.FINAL.WS_SETUP_NS=0.111
FIN_HOLD_WS_NS=0.0382
CRITPATHBUFINV=2
NUMCTSBUFFERS=9
SYNTHDOMINANTCELLAREASHARE_PCT=52.5
POWER_LEAKAGE_nW=2.06
IR_DROP_mV=0.496
FP.DIEH_UM=108
GRT_START_MAX_NET_PINS=39
WORST-SETUP-PATH-TYPE='in2reg'
CTS.HTREE.LEVELS=3
COREAREA_SQ_UM=10900
DETAILED_PLACE_HPWL_UM=5950
ROW_COUNT=38
DRT-PASS1-ITER-COUNT=4
CRIT_FANOUT=6
SLEW_VIOL_FINAL=0
TIMING.CRITICAL_PATH.MAX_DELAY_FAMILY='simple AND/OR/NAND/NOR gates'
SYN2LAYOUT_AREA_GROWTH_PCT=40.5
YOSYS.CELL_COUNT.TOP_TYPE='sky130_fd_sc_hd__mux2_2'
SETUP_REPAIR_AFTER_GLOBAL_ROUTING_MISSED_ITS_MARGIN='no'
COMMON_CELLS='sky130_fd_sc_hd__mux2_2 (72), sky130_fd_sc_hd__dfrtp_1 (71), sky130_fd_sc_hd__a21oi_1 (17)'
SYNTH.YOSYS.SEQ_AREA_SHARE_PCT=54.8
WORSTMARGINPINSLEW_NS=0.513
SYNTH_TOP_FLOP_CELL='sky130_fd_sc_hd__dfrtp_1'
SYNTH-WARNING-COUNT=2
CRIT_PATH_END_KIND='flip-flop'
DETAILEDPLACE.WORSTSLACK_NS=-0.248
FLOORPLAN.INITIALDENSITY_PCT=31.0
LAYOUT.CELLS.NON_FILLER=505
MAXCAPVIOLCOUNT=0
PLACEMENT.IO_BUFFERS=56
CRITPATHMAXSTAGEDELAY_NS=0.49
GRT_FIRST_PASS_WIRELENGTH_UM=13600
ANTENNADIODECOUNT=0
DESIGN.DIE.AREA_SQ_UM=11700
KIND_OF_PATH_BEHIND_THE_TIGHTEST_HOLD_CHECK='in2async'
-- worst register-to-register path, cell delays in order, from the launching register on --
cell	delay, ns
sky130_fd_sc_hd__dfrtp_1	0.40
sky130_fd_sc_hd__mux2i_1	0.17
sky130_fd_sc_hd__nor2_1	0.06
sky130_fd_sc_hd__a2111oi_1	0.34
sky130_fd_sc_hd__buf_4	0.18
sky130_fd_sc_hd__a21oi_1	0.05
-- cells in the final DEF (no fill, tap or decap) --
| cell type | instances |
|---|---|
| sky130_fd_sc_hd__buf_4 | 44 |
| sky130_fd_sc_hd__clkbuf_8 | 1 |
| sky130_fd_sc_hd__clkdlybuf4s50_1 | 55 |
| sky130_fd_sc_hd__buf_12 | 4 |
| sky130_fd_sc_hd__clkbuf_16 | 9 |
| sky130_fd_sc_hd__or3_1 | 1 |
| sky130_fd_sc_hd__clkinvlp_4 | 3 |
| sky130_fd_sc_hd__a2111oi_1 | 1 |
| sky130_fd_sc_hd__a22o_1 | 8 |
| sky130_fd_sc_hd__o22ai_2 | 8 |
| sky130_fd_sc_hd__mux2i_1 | 9 |
| sky130_fd_sc_hd__a21o_1 | 1 |
| sky130_fd_sc_hd__a41oi_1 | 1 |
| sky130_fd_sc_hd__dfrtp_1 | 71 |
| sky130_fd_sc_hd__nand2b_1 | 4 |
| sky130_fd_sc_hd__nand2_1 | 16 |
| sky130_fd_sc_hd__clkinv_4 | 1 |
| sky130_fd_sc_hd__mux2_2 | 72 |
| sky130_fd_sc_hd__nor2_1 | 9 |
| sky130_fd_sc_hd__bufinv_16 | 1 |
| sky130_fd_sc_hd__clkinv_2 | 1 |
| sky130_fd_sc_hd__or2_1 | 1 |
| sky130_fd_sc_hd__nor2_2 | 4 |
| sky130_fd_sc_hd__nor2b_1 | 7 |
| sky130_fd_sc_hd__and3_1 | 1 |
| sky130_fd_sc_hd__inv_1 | 7 |
| sky130_fd_sc_hd__dfstp_2 | 3 |
| sky130_fd_sc_hd__a21oi_1 | 17 |
| sky130_fd_sc_hd__a2111oi_0 | 5 |
-- cell families after synthesis --
logic type / count (synthesis) / share of synthesized area (%)
buffers and inverters: 18 / 2.92
AND-OR/OR-AND: 41 / 9.57
AND/OR/NAND/NOR: 43 / 6.10
multiplexers: 81 / 26.6
flip-flops: 74 / 54.8
-- area by class of cell --
class | instances | area (sq um)
Clock buffer | 10 | 239
Clock inverter | 6 | 66.3
Fill cell | 1008 | 6180
Inverter | 7 | 26.3
Multi-Input combinational cell | 165 | 1430
Sequential cell | 74 | 1860
Tap cell | 140 | 175
Timing Repair Buffer | 103 | 961
-- through the flow --
stage | util (%) | cell area (sq um) | power [mW]
after floorplan | - | 3390 | 2.49
after global placement | 40.7 | 4450 | 3.09
after detailed placement | 40.7 | 4450 | 3.11
after CTS | 43.5 | 4750 | 4.76
after global routing | 43.5 | 4760 | 4.97
final | 43.5 | 4760 | 4.70
-- sequential cells by signal, summed over array words and instances, names as in the netlist --
name,count
RdData,8
Reg_File,64
wr_done,1
RdData_VLD,1
-- per-layer routing --
metal  part of all wire [%]  up-vias  track usage [%]
li1                       -     1137                -
met1                     48     1195             24.8
met2                     46       60             24.3
met3                    4.6       10             3.07
met4                    1.5        0             2.54
met5                      0        -                0
-- repair_timing --
action	in CTS	in global routing
hold buffers	0	0
endpoints found under the setup margin	0	1
gates resized	0	1
-- worst max-delay path by stage --
stage	cells after the start	slack (ns)	endpoint
CTS	7	0.08	RdData[2]
finish	6	0.11	Reg_File[3][7]
global route	7	0.001	RdData[4]
-- power by group --
part	internal (mW)	switching, mW	leakage, nW
Combinational	0.721	0.282	1.02
Clock	0.999	0.622	0.141
Sequential	1.84	0.231	0.898
Power is estimated from default activity; no workload was simulated.
