==> design/flow/config.mk <==
export PLATFORM = sky130hd
export DESIGN_NAME = DATA_SYNC
export DESIGN_NICKNAME = DATA_SYNC
export VERILOG_FILES = /design/flow/design.v
export SDC_FILE = /design/flow/constraint.sdc
export NUM_CORES = 4
export LEC_CHECK = 1
export CORE_AREA = 10 10 70 70
export DIE_AREA = 0 0 80 80
==> design/flow/constraint.sdc <==
current_design DATA_SYNC

set clk_period 2.6
set clk_io_pct 0.2

create_clock -name clk0 -period $clk_period [get_ports {clk}]

set non_clock_inputs [all_inputs -no_clocks]
set_input_delay [expr $clk_period * $clk_io_pct] -clock clk0 $non_clock_inputs
set_output_delay [expr $clk_period * $clk_io_pct] -clock clk0 [all_outputs]
==> design/flow/design.v <==
module DATA_SYNC # ( 
    parameter NUM_STAGES = 2 ,
    parameter BUS_WIDTH  = 8 
)(
	input  wire                 clk,
	input  wire                 rst,
	input  wire [BUS_WIDTH-1:0] unsync_bus,
	input  wire                 bus_enable,
	output reg  [BUS_WIDTH-1:0] sync_bus,
	output reg                  enable_pulse
);
reg [NUM_STAGES-1:0] sync_reg;
reg pulse_flop;
wire [BUS_WIDTH-1:0] sync_bus_c;
wire pulse_sig;
    always @(posedge clk or negedge rst)
    begin
        if(!rst)       
        begin
            sync_reg     <= 'b0;
            sync_bus     <= 'b0;
        end else
        begin
            sync_reg     <= {sync_reg[NUM_STAGES-2:0],bus_enable};
            sync_bus     <= sync_bus_c;
        end
    end
    always @(posedge clk or negedge rst) 
    begin
        if(!rst) 
        begin
            pulse_flop   <= 0;
            enable_pulse <= 0;
        end else
        begin
            pulse_flop   <= sync_reg[NUM_STAGES-1];
            enable_pulse <= pulse_sig; 
        end
    end
    assign pulse_sig  = sync_reg[NUM_STAGES-1] & ~pulse_flop;
    assign sync_bus_c = pulse_sig ? unsync_bus : sync_bus;
endmodule
==> design/flow/run.sh <==
#!/bin/bash
# OpenROAD 26Q1-2900-gdf79404cd8, Yosys 0.63+post, stock flow scripts
make -C /OpenROAD-flow-scripts/flow DESIGN_CONFIG=/design/flow/config.mk WORK_HOME=/design/flow/orfs finish
==> flow_summary.toml <==
# implementation run metrics
[global_routing]
grt_usage_pct = 2.92
grt_pass1_vias = 263
antenna_found_initial = 0
grt_pass1_wl_mm = 1.36
grt_remaining_overflow = 0
grt_max_degree = 13

[cts]
clk_pin_slew_ns = 0.07
ctsResizeCount = 0
h-tree-depth = 1
holdBufCountCts = 0
root_buffer = "clkbuf_4"
numCtsBuffers = 3
clkLatencyLatePin_ns = 0.27
cts_sinks = 12
cts_setup_buffers = 0
clk_path_buf_depth = 2
tritoncts = "yes"

[pwr]
pwr-share-clk_pct = 32.5
p_int_uw = 363
pwr-share-comb_pct = 18.9
vdd_drop_max_mv = 0.174
power.share.sequential_pct = 48.5
swShare_pct = 19.8
powerDensity_nw_per_um2 = 630
leakagePower_nw = 0.304
p_sw_uw = 89.5

[synthesis]
yosysWarnings = 1
top_area_share_pct = 66.1
ff_type = "dfrtp_1"
top_area_cell = "dfrtp_1"
most_common_cell = "dfrtp_1"
avgSynthCellArea_um2 = 20.6
synth_area_um2 = 454
edf_count = 0
yosysUniqueCellTypes = 4
ys_async_sr_fraction_pct = 100
yosysCellCount = 22
ys.flops = 12
ys_area_um2 = 454
netlist_top_cells_area = "dfrtp_1 66%, mux2_4 26%, buf_12 4.4%"
top_cells_by_count = "12 x dfrtp_1, 8 x mux2_4, 1 x buf_12, 1 x nor2b_4"
yosysSeqAreaShare_pct = 66.1
netlist_instances = 22

[final_timing]
timing.final.crit_period_ns = 1.62
clock_skew_ns = 0.00294
rsz0062_at_grt = "no"
worstMarginPinSlew_ns = 0.532
slew_headroom_pct = 64.4
setup_tns_ns = 0
fin_ws_ns = 0.977
hold_viol = 0
fmax_mhz = 616
fin_crit_sh_pct = 62.4
setup_violations = 0
drv_slew = 0

[final_layout]
largest_reg_flops = 8
fillers = 382
area.growth.synth_to_final_pct = 58.1
final_layout_size_suffix_gt1_share_pct = 29.5
final_util_pct = 21.0

[hold_path]
hold-path-endpoint = "sync_reg[1]$_DFF_PN0_"
hp-start = "sync_reg[0]$_DFF_PN0_"
hold_path_class = "reg2reg"
hold_path_depth = 0

[floorplan]
die-area_um2 = 6400
die_w_um = 80
die_h_um = 80
rows = 21
core_area_um2 = 3420
floorplan.core_util_pct = 13.3
io-pin-count = 20

[detailed_routing]
via_per_inst = 2.78
via_count = 250
first_pass_iters = 2
avgRoutedWirePerCell_um = 10.6
drc_errors = 0
antenna_cells = 0
first_iter_violations = 6
final_antenna_net_count = 0
postRouteWirelength_um = 954

[worst_setup_path]
worstReg2RegStart = "pulse_flop$_DFF_PN0_"
reg2reg_depth = 2
rr_endpoint = "sync_bus[2]$_DFFE_PN0P_"
cp-start-kind = "register"
worstSetupPathType = "reg2out"
reg2reg_setup_slack_ns = 1.42
crit_path_max_fanout = 2
worstPathArrival_ns = 1.10
critPathTopFamily = "buffers and inverters"
path_cells = "clkdlybuf4s50_1"
max_stage_delay_ns = 0.48
crit_buf_inv = 1
required_ns = 2.08
cp-end-kind = "primary output"
critPathSlowestCell = "clkdlybuf4s50_1"

[place]
pre_cts_slack_ns = 1.25
place_congestion = 0.691
portBuffers = 19

[run]
warning_count = 25
cap_viol_max_count = 0

[outcome]
status = "finished clean"
worst max-delay path by stage:
| stage | startpoint | endpoint | depth (start not counted) |
|---|---|---|---|
| global route | sync_bus[4]$_DFFE_PN0P_ | sync_bus[4] | 1 |
| finish | sync_bus[1]$_DFFE_PN0P_ | sync_bus[1] | 1 |
| CTS | sync_bus[4]$_DFFE_PN0P_ | sync_bus[4] | 1 |
stage by stage:
step	hold WS [ns]	cell area (um^2)	std cells	power [mW]
4_1_cts	0.358	718	90	0.463
3_3_place_gp	0.332	682	86	0.312
2_1_floorplan	0.224	454	22	0.252
6_report	0.355	718	90	0.453
5_1_grt	0.375	718	90	0.484
3_5_place_dp	0.340	682	86	0.313
final cells by class:
type	count	area (um^2)	area share, %
flip-flops and latches	12	300	41.8
repair buffers	19	190	26.5
multi-input cells	9	134	18.6
well taps	46	57.6	8.01
clock buffers	4	36.3	5.05
metal layers:
layer  part of all wire, %  global-route usage (%)  vias up
met3                    16                    2.61        0
met4                     0                   0.176        0
met1                    42                    3.29      114
met2                    42                    4.25       17
li1                      -                       -      119
met5                     0                       0        -
cells in the final DEF (no fill, tap or decap):
cell / count
clkdlybuf4s50_1: 19
clkbuf_4: 3
clkbuf_8: 1
mux2_4: 8
nor2b_4: 1
dfrtp_1: 12
power by group through the flow:
stage / registers [mW] / clock network, mW / logic, mW
CTS: 0.220 / 0.154 / 0.0890
global route: 0.224 / 0.169 / 0.0915
finish: 0.220 / 0.147 / 0.0857
cell families (layout without fill, tap and decap cells):
logic type / Yosys count / after routing / share of synthesized area [%]
buffers and inverters: 1 / 23 / 4.41
flip-flops: 12 / 12 / 66.1
multiplexers: 8 / 8 / 26.4
AND/OR/NAND/NOR: 1 / 1 / 3.03
worst register-to-register path: stages (launching register included):
cell and delay [ns]:
dfrtp_1 0.40, nor2b_4 0.34, mux2_4 0.33
Power is estimated from default activity; no workload was simulated.
