--- design/flow/config.mk ---
export PLATFORM = sky130hd
export DESIGN_NAME = ASYNC_FIFO
export DESIGN_NICKNAME = ASYNC_FIFO
export VERILOG_FILES = /design/flow/design.v
export SDC_FILE = /design/flow/constraint.sdc
export NUM_CORES = 4
export LEC_CHECK = 1
export CORE_UTILIZATION = 30
--- design/flow/constraint.sdc ---
current_design ASYNC_FIFO

set clk_period 3.3
set clk_io_pct 0.2

create_clock -name clk0 -period $clk_period [get_ports {r_clk}]
create_clock -name clk1 -period $clk_period [get_ports {w_clk}]

set non_clock_inputs [all_inputs -no_clocks]
set_input_delay [expr $clk_period * $clk_io_pct] -clock clk0 $non_clock_inputs
set_output_delay [expr $clk_period * $clk_io_pct] -clock clk0 [all_outputs]
--- design/flow/design.v ---
module ASYNC_FIFO #(
    parameter DATA_WIDTH = 8,
    parameter ADDR_WIDTH = 3
)(
	input  wire                  w_clk,
	input  wire                  w_rst,
	input  wire                  w_inc,
	input  wire                  r_clk,
	input  wire                  r_rst,
	input  wire                  r_inc,
	input  wire [DATA_WIDTH-1:0] wr_data,
	output wire [DATA_WIDTH-1:0] rd_data,
	output wire                  full,
	output wire                  empty
);
wire wclken;
wire [ADDR_WIDTH-1:0] wr_addr;
wire [ADDR_WIDTH-1:0] rd_addr;
wire [ADDR_WIDTH:0] wr_ptr;
wire [ADDR_WIDTH:0] rq2_wptr;
wire [ADDR_WIDTH:0] rd_ptr;
wire [ADDR_WIDTH:0] rq2_rptr;
FIFO_MEM_CNTRL #(
    .ADDR_WIDTH(ADDR_WIDTH),
    .DATA_WIDTH(DATA_WIDTH)
) u_FIFO_MEM_CNTRL (
	.rd_addr(rd_addr),
	.w_clk  (w_clk),
	.wr_data(wr_data),
	.wclken (wclken),
	.rd_data(rd_data),
	.wr_addr(wr_addr),
	.w_rst  (w_rst)
	);
FIFO_DF_SYNC #(.WIDTH(ADDR_WIDTH)) u_wr_DF_SYNC (
	.clk     (r_clk),
	.rst     (r_rst),
	.data_in (wr_ptr),
	.data_out(rq2_wptr)
	);
FIFO_DF_SYNC #(.WIDTH(ADDR_WIDTH)) u_rd_DF_SYNC (
	.clk     (w_clk),
	.rst     (w_rst),
	.data_in (rd_ptr),
	.data_out(rq2_rptr)
	);
FIFO_WR #(.WIDTH(ADDR_WIDTH)) u_FIFO_WR (
	.w_clk  (w_clk),
    .w_rst  (w_rst),
    .w_inc  (w_inc),
    .rd_ptr (rq2_rptr),
    .wr_ptr (wr_ptr),
    .wr_addr(wr_addr),
    .wclken (wclken),
    .full   (full)
	);
FIFO_RD #(.WIDTH(ADDR_WIDTH)) u_FIFO_RD (
	.wr_ptr (rq2_wptr),
    .rd_ptr (rd_ptr),
    .rd_addr(rd_addr),
    .r_clk  (r_clk),
    .r_rst  (r_rst),
    .r_inc  (r_inc),
    .empty  (empty)
	);
endmodule
module FIFO_DF_SYNC #(
    parameter WIDTH = 3,
    parameter STAGES = 2
)(
	input  wire 		  clk,
	input  wire  		  rst,
	input  wire [WIDTH:0] data_in,
	output wire [WIDTH:0] data_out
);
reg [WIDTH:0] sync_reg[STAGES-1:0];
 integer i;
	always @(posedge clk or negedge rst) 
	begin
		if(!rst) 
		begin
			for (i=0; i<STAGES; i=i+1)
			begin
				sync_reg[i] <= 'b0;
			end
		end else 
		begin
			sync_reg[0] <= data_in;
            for (i=1; i<STAGES; i=i+1)
            begin
            	sync_reg[i] <= sync_reg[i-1];
            end
        end
	end
	assign data_out = sync_reg[STAGES-1];
endmodule
module FIFO_MEM_CNTRL #(
    parameter DATA_WIDTH = 8,
    parameter ADDR_WIDTH = 3
)(
	input  wire 				 w_clk,
    input  wire                  w_rst,
    input  wire 				 wclken,
    input  wire [DATA_WIDTH-1:0] wr_data,
    input  wire [ADDR_WIDTH-1:0] wr_addr,
    input  wire [ADDR_WIDTH-1:0] rd_addr,
    output reg  [DATA_WIDTH-1:0] rd_data
);
integer i;
reg [DATA_WIDTH-1:0] mem [0:(1<<ADDR_WIDTH)-1];
	always @(posedge w_clk or negedge w_rst) 
	begin
        if (!w_rst) begin
            for (i = 0; i < (1<<ADDR_WIDTH); i = i + 1'b1) 
            begin
                mem[i] <= 'b0;
            end
        end else
        begin
            if (wclken)
            begin
                mem[wr_addr] <= wr_data;
            end  
        end     
    end
    always @(*) 
    begin
    	rd_data = mem [rd_addr];
    end
endmodule
module FIFO_RD #(
    parameter WIDTH = 3
)(
	input  wire				r_clk,  
	input  wire				r_rst, 
	input  wire				r_inc,
	input  wire [WIDTH:0]   wr_ptr,
	output reg  [WIDTH:0]   rd_ptr,   
	output wire [WIDTH-1:0] rd_addr,
	output wire             empty
); 
reg  [WIDTH:0] rd_bin;
wire [WIDTH:0] rd_bin_next;
	assign empty      = (rd_ptr == wr_ptr);
	assign rd_bin_next = rd_bin + (r_inc & ~empty);
	always @(posedge r_clk or negedge r_rst) begin
	    if (!r_rst) begin
	        rd_bin <= 'b0;
	        rd_ptr <= 'b0;
	    end else begin
	        rd_bin <= rd_bin_next;
	        rd_ptr <= (rd_bin_next >> 1) ^ rd_bin_next;
	    end
	end
	assign rd_addr = rd_bin[WIDTH-1:0];
endmodule
module FIFO_WR #(
    parameter WIDTH = 3
)(
	input  wire				w_clk,  
	input  wire				w_rst, 
	input  wire				w_inc,
	input  wire [WIDTH:0]   rd_ptr,
	output wire [WIDTH:0]   wr_ptr,
	output wire [WIDTH-1:0] wr_addr,
	output wire             wclken,
	output wire             full
); 
reg [WIDTH:0] wr_bin;
wire [WIDTH:0] wr_bin_next;
	assign wr_bin_next = wr_bin + 1'b1;
	assign wr_ptr = (wr_bin >> 1) ^ wr_bin;
    assign full = (wr_ptr[WIDTH] != rd_ptr[WIDTH]) && (wr_ptr[WIDTH-1] != rd_ptr[WIDTH-1]) && (wr_ptr[WIDTH-2:0] == rd_ptr[WIDTH-2:0]);
    assign wclken = w_inc && !full;
	always @(posedge w_clk or negedge w_rst) 
	begin
	    if(!w_rst) 
	    begin
	        wr_bin <= 'b0;
	    end else 
	    begin
	        if (w_inc & ~full)
	        begin
	        	wr_bin <= wr_bin_next;
	        end
	    end
	end
	assign wr_addr = wr_bin[WIDTH-1:0];
endmodule 
--- design/flow/run.sh ---
#!/bin/bash
# OpenROAD 26Q1-2900-gdf79404cd8, Yosys 0.63+post, stock flow scripts
make -C /OpenROAD-flow-scripts/flow DESIGN_CONFIG=/design/flow/config.mk WORK_HOME=/design/flow/orfs finish
==> flow_metrics.env <==
# source this file to load flow results
export IMPL_core_area_um2=13200
export IMPL_cts_hold_fix_buffers=0
export IMPL_num_rows=42
export IMPL_worstHoldPathType="reg -> reg"
export IMPL_cts_tree="done"
export IMPL_final_antenna_net_count=0
export IMPL_hold_viol_final=0
export IMPL_drive_gt1_share_pct=27.8
export IMPL_antenna_found_initial=0
export IMPL_synth_cell_types=38
export IMPL_leakage_nw=2.03
export IMPL_ys_cells=296
export IMPL_finalWirelength_um=8330
export IMPL_stdcell_count=507
export IMPL_ys_flops=91
export IMPL_drtIter0Drc=129
export IMPL_finClkSkew_ns=0.00466
export IMPL_irDropWorstVdd_v=0.000265
export IMPL_routed_via_density=4.76
export IMPL_dp_hpwl_um=5540
export IMPL_cap_violations=0
export IMPL_slew_viol_final=0
export IMPL_holdWs_ns=0.293
export IMPL_powerDensity_nw_per_um2=1080
export IMPL_largest_reg_flops=64
export IMPL_finalSetupViolations=0
export IMPL_cp_start_kind="register"
export IMPL_numPortBuffers=22
export IMPL_syn_inst=296
export IMPL_die_h_um=118
export IMPL_nFillCells=1218
export IMPL_yosysWarnings=6
export IMPL_gr_total_overflow=0
export IMPL_synth_seq_share_pct=56.2
export IMPL_route_detailed_drc=0
export IMPL_warnings=30
export IMPL_crit_type="reg -> out"
export IMPL_grt_usage_pct=13.1
export IMPL_max_slew_margin_pct=48.9
export IMPL_wire_per_inst_um=16.4
export IMPL_fin_setup_tns_ns=0
export IMPL_critPathCaptureType="primary output"
export IMPL_fp_util_pct=30.7
export IMPL_cp_data_required_time_ns=2.64
export IMPL_rsz0062_at_grt="false"
export IMPL_post_cts_buffers=0
export IMPL_grt_pass1_wl_um=13700
export IMPL_final_util_pct=36.7
export IMPL_power_mw=5.22
export IMPL_synth_avg_cell_area_um2=13.7
export IMPL_path_max_fanout=16
export IMPL_synthesis_area_um2=4060
export IMPL_gp_congestion=0.782
export IMPL_grt_max_degree=59
export IMPL_dp_cells=489
export IMPL_clk_pin_slew_ns=0.06
export IMPL_area_delta_synth_final_pct=19.3
export IMPL_cts_resized=0
export IMPL_num_vias=2414
export IMPL_grt_pass1_vias=2533
export IMPL_chip_area_um2=14000
export IMPL_diodes=0
export IMPL_cts_sinks=91
export IMPL_synth_area_yosys_um2=4060
export IMPL_tightest_slew_ns=0.767
export IMPL_num_io_pins=24
export IMPL_status="finished clean"
export IMPL_critical_path_arrival_ns=2.39
export IMPL_first_pass_iters=4
export IMPL_dieWidth_um=118
==> through the flow <==
step	instance area (um^2)	worst slack (ns)
final	4840	0.245
after global routing	4840	0.0415
after CTS	4840	0.240
after detailed placement	4480	0.494
after global placement	4480	0.489
after floorplan	4060	1.26
==> cell usage after synthesis <==
master	instances	area (um^2)
dfrtp_1	91	2280
mux2_2	60	676
nor2_1	12	45.0
inv_1	10	37.5
nand2_1	10	37.5
xor2_1	10	87.6
a221oi_1	9	78.8
ha_1	9	113
nor2b_1	8	50.1
a21oi_1	7	35.0
mux2_1	6	67.6
mux2i_1	6	60.1
nor3_4	6	97.6
clkbuf_1	5	18.8
xnor2_1	5	43.8
a22o_1	4	35.0
a22oi_1	4	30.0
nand2b_1	4	25.0
o2bb2ai_1	4	35.0
nand3_1	3	15.0
a31oi_1	2	12.5
and3_1	2	12.5
buf_1	2	7.51
o21ai_0	2	10.0
o22a_1	2	17.5
and2_1	1	6.26
buf_2	1	5.00
buf_4	1	7.51
buf_6	1	11.3
clkinv_1	1	3.75
inv_4	1	6.26
mux4_2	1	22.5
nand4_1	1	6.26
nand4_2	1	12.5
nor4_1	1	6.26
o221ai_1	1	8.76
o32a_1	1	10.0
xor3_1	1	23.8
==> area by class of cell <==
class	count	area [um^2]	area share [%]
sequential	91	2280	47.1
clock buffer	15	332	6.86
multi-input combinational	183	1680	34.7
timing repair buffer	27	255	5.28
clock inverter	3	23.8	0.492
inverter	12	47.5	0.983
tap	176	220	4.55
==> layer usage <==
layer	track usage [%]	share of wire [%]	vias to the layer above	wire length [um]
met2	19.9	45	46	3740
met1	20.0	48	1225	4010
li1	-	-	1124	-
met3	2.90	4.5	19	373
met4	2.72	2.4	0	202
met5	0	0	-	0
==> logic make-up (layout without fill, tap and decap cells) <==
kind of cell | count (synthesis) | count (layout) | share of synthesized area [%]
compound gates | 36 | 36 | 6.73
xor+xnor | 16 | 16 | 3.83
fa+ha+maj | 9 | 9 | 2.78
buf+inv | 22 | 57 | 2.41
flops | 91 | 91 | 56.2
mux | 73 | 73 | 20.4
simple gates | 49 | 49 | 7.74
==> report_power, final <==
part	switching [mW]	internal (mW)	total [mW]
logic	0.929	1.12	2.05
registers	0.339	1.70	2.03
clock network	0.430	0.705	1.13
total	1.70	3.53	5.22
==> final timing paths <==
| check | from | to | slack [ns] | cells past startpoint |
|---|---|---|---|---|
| min in group asynchronous | w_rst | u_FIFO_MEM_CNTRL.mem[3][2] | 0.39 | 1 |
| worst min-delay path | u_FIFO_RD.rd_ptr[0] | u_rd_DF_SYNC.sync_reg[0][0] | 0.29 | 0 |
| worst min register to register | u_FIFO_RD.rd_ptr[0] | u_rd_DF_SYNC.sync_reg[0][0] | 0.29 | 0 |
| max in group clk1 | u_FIFO_WR.wr_bin[0] | u_FIFO_MEM_CNTRL.mem[6][7] | 0.91 | 7 |
| worst max-delay path | u_FIFO_RD.rd_bin[2] | rd_data[5] | 0.25 | 5 |
| max in group asynchronous | r_rst | u_wr_DF_SYNC.sync_reg[1][1] | 2.09 | 1 |
| worst max register to register | u_FIFO_WR.wr_bin[0] | u_FIFO_MEM_CNTRL.mem[6][7] | 0.91 | 7 |
| min in group clk0 | u_wr_DF_SYNC.sync_reg[0][1] | u_wr_DF_SYNC.sync_reg[1][1] | 0.34 | 0 |
==> critical path, cell delays in order (launching register included) <==
cell and delay (ns):
dfrtp_1 0.66, nor2_1 0.24, nand2_1 0.40, nor2_1 0.08, a31oi_1 0.24, clkdlybuf4s50_1 0.53
==> cell usage in the layout (no fill, tap or decap), drive strengths merged, types with 2 or more instances in the layout <==
cell type and count:
dfrtp 91, mux2 66, clkdlybuf4s50 21, clkbuf 15, nor2 12, inv 11
nand2 10, xor2 10, a221oi 9, ha 9, nor2b 8, a21oi 7
mux2i 6, nor3 6, buf 6, xnor2 5, a22o 4, nand2b 4
a22oi 4, o2bb2ai 4, nand3 3, o21ai 2, a31oi 2, o22a 2
and3 2, clkinvlp 2, clkinv 2, nand4 2
