**/design/flow/design.v**
```verilog
module CLK_DIV #( 
 parameter RATIO_WD = 8 
)
(
	input  wire		           i_ref_clk,     
	input  wire		           i_rst_n,
	input  wire		  		   i_clk_en,
	input  wire [RATIO_WD-1:0] i_div_ratio, 
	output wire                o_div_clk
);
wire       clk_div_en; 
wire       odd;
wire [7:0] half_count;
wire [7:0] full_count;
reg [7:0] counter;
reg       flag;
reg       div_clk_reg;
assign odd = i_div_ratio[0];
assign half_count = i_div_ratio >> 1;
assign full_count = i_div_ratio - half_count;
assign clk_div_en = i_clk_en && (i_div_ratio > 1);
assign o_div_clk = (clk_div_en && i_rst_n) ? div_clk_reg : i_ref_clk;
always @(posedge i_ref_clk or negedge i_rst_n) 
begin
	if(!i_rst_n) 
	begin
		div_clk_reg <= 0;
		flag        <= 0;
		counter     <= 8'b0;
	end else
	if (clk_div_en) 
	begin
		if (!odd && counter == half_count-1) 
		begin
			div_clk_reg <= ! div_clk_reg;
			flag        <= ! flag;
			counter     <= 8'b0;
		end else
		if (odd && ((counter == half_count-1 && flag) || (counter == full_count-1 && !flag))) 
		begin
			div_clk_reg <= ! div_clk_reg;
			flag        <= ! flag;
			counter     <= 8'b0;
		end else 
		begin
			counter <= counter + 1;
		end 
	end else
	begin
		div_clk_reg <= 0;
		flag        <= 0;
		counter     <= 8'b0;
	end
end
endmodule
```
**/design/flow/run.sh**
```bash
#!/bin/bash
# OpenROAD 26Q1-2900-gdf79404cd8, Yosys 0.63+post, stock flow scripts
make -C /OpenROAD-flow-scripts/flow DESIGN_CONFIG=/design/flow/config.mk WORK_HOME=/design/flow/orfs finish
```
**/design/flow/config.mk**
```make
export PLATFORM = sky130hd
export DESIGN_NAME = CLK_DIV
export DESIGN_NICKNAME = CLK_DIV
export VERILOG_FILES = /design/flow/design.v
export SDC_FILE = /design/flow/constraint.sdc
export NUM_CORES = 4
export LEC_CHECK = 1
export CORE_AREA = 10 10 82 82
export DIE_AREA = 0 0 92 92
```
**/design/flow/constraint.sdc**
```tcl
current_design CLK_DIV

set clk_period 3.0
set clk_io_pct 0.2

create_clock -name clk0 -period $clk_period [get_ports {i_ref_clk}]

set non_clock_inputs [all_inputs -no_clocks]
set_input_delay [expr $clk_period * $clk_io_pct] -clock clk0 $non_clock_inputs
set_output_delay [expr $clk_period * $clk_io_pct] -clock clk0 [all_outputs]
```
==> results.rst <==
Synthesis and place-and-route
=============================

.. list-table::
   :header-rows: 1

   * - Metric
     - Value
   * - Startpoint types
     - primary input
   * - Number of buffers inserted by hold repair at cts
     - 0
   * - Final min period
     - 2880 ps
   * - Worst Setup Slack, final
     - 123 ps
   * - End point of the worst hold path
     - div_clk_reg$_DFFE_PN0P_
   * - Number of cells produced by synthesis
     - 166
   * - Yosys cell types
     - 51
   * - Final setup fails
     - 0
   * - Most frequently used flop master after synthesis
     - sky130_fd_sc_hd__dfrtp_1
   * - Via total after detailed routing
     - 1292
   * - Worst hold slack
     - 550 ps
   * - Final RePlAce weighted congestion
     - 0.792
   * - EDFF count, synth
     - 0
   * - R2r startpoint
     - counter[2]$_DFF_PN0_
   * - Share of final-layout standard cells stronger than drive strength 1
     - 41.1%
   * - Seq cells post-synth
     - 10
   * - Total number of warnings across the stage logs
     - 39
   * - Reg clk slew, reported paths
     - 40 ps
   * - Type of element capturing the critical path
     - flip-flop
   * - Input/output buffers
     - 11
   * - Sequence of cells on the critical path
     - dlygate4sd2_1, inv_2, buf_4, ha_1, buf_4, nor2_2, o2bb2ai_4, mux2i_2, nor4b_4, buf_4, xor2_2, o221ai_2, o21ai_4, mux2_4
   * - Crit path required time
     - 3210 ps
   * - Worst-margin pin slew
     - 547 ps
   * - Fin cells
     - 289
   * - Chip footprint
     - 0.00846 sq mm
   * - Reg2reg end
     - div_clk_reg$_DFFE_PN0P_
   * - Final critical-path share of the clock period
     - 95.9%
   * - Total cells reported by yosys after synthesis
     - 166
   * - Area figure in the yosys stat output
     - 0.00147 sq mm
   * - Biggest cell delay along the critical path
     - 340 ps
   * - Launching element of the worst setup path
     - i_div_ratio[4]
   * - Detailed Route Iter0 Violations
     - 55
   * - Drt first pass iters
     - 5
   * - Path type of the worst setup path
     - in2reg
   * - Maximum VDD drop
     - 0.000202 V
   * - Final slew viol count
     - 0
   * - Average size of a mapped cell
     - 8.84 sq um
   * - Worst slack at placement
     - -606 ps
   * - Die Wd
     - 92 um
   * - Routed WL per cell
     - 11.2 um
   * - Hpwl dp
     - 2.60 mm
   * - Hold path depth
     - 1
   * - Total wirelength of the detailed-routed design
     - 3.23 mm
   * - Dpl cells
     - 276
   * - Summed instance area of the synthesized netlist
     - 0.00147 sq mm
   * - Worst-path fanout max
     - 4
   * - Power per Cell Area
     - 340 mW/mm^2
   * - Die span in y
     - 92 um
   * - Clk latency of the worst-skew pair
     - 330 ps
   * - Sequential area share after synthesis
     - 17.1%
   * - Area share of the largest cell type after synthesis
     - 17.1%
   * - Fin Clk Skew
     - 2.16 ps
   * - First-pass GRT wire length
     - 5.69 mm
   * - Number of warnings issued by yosys
     - 1
   * - Total global-route track usage
     - 7.90%
   * - Remaining number of nets flagged by the antenna check after routing
     - 0
   * - Worst min-delay path category
     - reg2reg
   * - Outcome
     - finished, final reports clean
   * - Max Fclk
     - 348 MHz
   * - Layout overhead on the synthesized area
     - 45.4%
   * - FP Core Util
     - 28.9%
   * - Number of maximum-capacitance violations
     - 0
   * - Overall overflow remaining after global route
     - 0
   * - Via count of the first global-routing pass
     - 1261
   * - Setup slack of the most critical reg-to-reg path
     - 820 ps
   * - Flip-flop count of the largest register after layout
     - 8
   * - Highest-delay cell along the critical path
     - sky130_fd_sc_hd__nor4b_4
   * - Hold Fails Final Rpt
     - 0
   * - # rows
     - 26
   * - Biggest area consumer among synthesized cells
     - sky130_fd_sc_hd__dfrtp_1
   * - Core ar.
     - 0.00507 sq mm
   * - Data arrival time of the critical path
     - 3090 ps
   * - Leading cell types by total area after synthesis
     - sky130_fd_sc_hd__dfrtp_1, sky130_fd_sc_hd__ha_1, sky130_fd_sc_hd__xnor2_1
   * - Total DRC errors in the routed layout
     - 0
   * - Slew Limit Headroom
     - 63.0%
   * - Post-layout utilization of the core
     - 42.0%
   * - Cell depth of the worst flop-to-flop path
     - 7
   * - Maximum number of pins on one net before global-route repair
     - 11
   * - Ys async rst share
     - 100%
   * - Standby leakage power
     - 0.990 nW
   * - Start point of the worst hold path
     - div_clk_reg$_DFFE_PN0P_
   * - ANT cells
     - 0
   * - CTS tree
     - done
   * - Number of primary I/O pins
     - 12
   * - Mean number of vias per cell
     - 4.47
   * - Initial antenna violation count
     - 0
   * - Cell type with the highest occurrence count on the critical path
     - sky130_fd_sc_hd__buf_4
[worst max-delay path, delay by kind of cell]
family | cells | cell delay (ps)
muxes | 2 | 410
AOI/OAI and AO/OA | 3 | 490
xor gates and xnor gates | 1 | 140
and+or+nand+nor | 2 | 460
adders and majority gates | 1 | 200
buffers and inverters | 5 | 760
[per-stage QoR]
step | cell area [sq um] | total power (W) | TNS (ps)
detailed placement | 1930 | 0.000471 | -5980
floorplan | 1500 | 0.000357 | -2.04
finish | 2130 | 0.000725 | 0
global route | 2130 | 0.000787 | -3.26
CTS | 2040 | 0.000713 | 0
global placement | 1930 | 0.000470 | -5640
[cell usage in the layout (no fill, tap or decap), types with 2 or more instances in the layout]
cell type,instances
sky130_fd_sc_hd__a21oi_1,3
sky130_fd_sc_hd__and3_1,2
sky130_fd_sc_hd__and4_1,2
sky130_fd_sc_hd__buf_4,39
sky130_fd_sc_hd__clkbuf_2,2
sky130_fd_sc_hd__clkbuf_8,6
sky130_fd_sc_hd__clkdlybuf4s50_1,2
sky130_fd_sc_hd__dfrtp_1,10
sky130_fd_sc_hd__dlygate4sd2_1,4
sky130_fd_sc_hd__ha_1,15
sky130_fd_sc_hd__ha_4,3
sky130_fd_sc_hd__inv_1,3
sky130_fd_sc_hd__inv_2,9
sky130_fd_sc_hd__mux2_4,2
sky130_fd_sc_hd__nand2_1,10
sky130_fd_sc_hd__nand2b_1,3
sky130_fd_sc_hd__nand3_1,5
sky130_fd_sc_hd__nand4_1,2
sky130_fd_sc_hd__nor2_1,11
sky130_fd_sc_hd__nor2_2,3
sky130_fd_sc_hd__nor2b_1,5
sky130_fd_sc_hd__nor3_1,4
sky130_fd_sc_hd__nor3b_1,2
sky130_fd_sc_hd__o211ai_1,2
sky130_fd_sc_hd__o21ai_0,4
sky130_fd_sc_hd__o21ai_1,2
sky130_fd_sc_hd__or3_1,2
sky130_fd_sc_hd__xnor2_1,16
sky130_fd_sc_hd__xnor2_2,3
sky130_fd_sc_hd__xnor3_1,2
sky130_fd_sc_hd__xor2_1,6
[synthesized netlist by cell type, types with 2 or more instances]
cell,instances
sky130_fd_sc_hd__clkbuf_1,2
sky130_fd_sc_hd__mux2_4,2
sky130_fd_sc_hd__nor3b_1,2
sky130_fd_sc_hd__inv_1,12
sky130_fd_sc_hd__and3_1,3
sky130_fd_sc_hd__nor2_1,14
sky130_fd_sc_hd__nor3_1,4
sky130_fd_sc_hd__nand3_1,5
sky130_fd_sc_hd__o21ai_0,5
sky130_fd_sc_hd__and4_1,3
sky130_fd_sc_hd__ha_1,19
sky130_fd_sc_hd__nand4_1,2
sky130_fd_sc_hd__dfrtp_1,10
sky130_fd_sc_hd__xnor3_1,2
sky130_fd_sc_hd__xor2_1,7
sky130_fd_sc_hd__or3_1,2
sky130_fd_sc_hd__a21oi_1,3
sky130_fd_sc_hd__xnor2_1,18
sky130_fd_sc_hd__nor2b_1,5
sky130_fd_sc_hd__o211ai_1,2
sky130_fd_sc_hd__nand2_1,11
sky130_fd_sc_hd__nand2b_1,3
sky130_fd_sc_hd__o22ai_1,2
[area by class of cell]
class,count,area (sq um)
sequential,10,250
inverter,13,61.3
fill,511,2940
clock buffer,7,95.1
multi-input combinational,140,1260
timing repair buffer,49,374
tap,70,87.6
[power breakdown]
part	total, W	internal [W]	switching, W
clock	0.000254	0.000193	0.0000611
combinational	0.000315	0.000169	0.000146
sequential	0.000156	0.000144	0.0000114
total	0.000725	0.000506	0.000219
[cell families after synthesis]
kind of cell             synth area share [%]
AND-OR/OR-AND                            12.6
XOR/XNOR                                 19.1
adder cells (fa/ha/maj)                  17.6
buffers and inverters                    4.18
flip-flops                               17.1
multiplexers                             3.50
AND/OR/NAND/NOR                          26.0
[repair_timing]
action | 4_1_cts | 5_1_grt
resized | 30 | 18
setup buffers | 4 | 3
endpoints found under the setup margin | 11 | 11
pin swaps | 0 | 10
[worst max path at each step]
stage	end	slack [ps]	depth (start not counted)
finish	div_clk_reg$_DFFE_PN0P_	120	14
global route	div_clk_reg$_DFFE_PN0P_	-3	14
CTS	o_div_clk	4	4
[per-layer routing]
| metal | share of wire, % | track usage, % | vias to the layer above |
|---|---|---|---|
| met5 | 0 | 0 | - |
| met4 | 0.28 | 1.03 | 0 |
| met3 | 1.8 | 1.24 | 2 |
| met2 | 47 | 12.2 | 20 |
| met1 | 51 | 11.6 | 585 |
| li1 | - | - | 685 |
Power figures rest on the tool's default switching activity, not on a simulated workload.
